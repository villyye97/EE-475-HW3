File: design/flow/run.sh
#!/bin/bash
# OpenROAD 26Q1-2900-gdf79404cd8, Yosys 0.63+post, stock flow scripts
make -C /OpenROAD-flow-scripts/flow DESIGN_CONFIG=/design/flow/config.mk WORK_HOME=/design/flow/orfs finish
File: design/flow/config.mk
export PLATFORM = sky130hd
export DESIGN_NAME = zeroFlag
export DESIGN_NICKNAME = zeroFlag
export VERILOG_FILES = /design/flow/design.v
export SDC_FILE = /design/flow/constraint.sdc
export NUM_CORES = 4
export LEC_CHECK = 1
export CORE_AREA = 10 10 70 70
export DIE_AREA = 0 0 80 80
File: design/flow/constraint.sdc
current_design zeroFlag

set clk_period 1.6
set clk_io_pct 0.2

create_clock -name clk0 -period $clk_period

set non_clock_inputs [all_inputs -no_clocks]
set_input_delay [expr $clk_period * $clk_io_pct] -clock clk0 $non_clock_inputs
set_output_delay [expr $clk_period * $clk_io_pct] -clock clk0 [all_outputs]
File: design/flow/design.v
`timescale 1ns/10ps
module zeroFlag (out, alu);
	input logic [63:0] alu;
	output logic out;
	logic [62:0] tmp;
	or #0.05 (tmp[0], alu[0], alu[1]);
	genvar i;
	generate 
		for (i = 0; i < 62; i++) begin : eachor
			or #0.05 (tmp[i+1],tmp[i], alu[i+2]);
		end
	endgenerate
	not #0.05 n1(out, tmp[62]);
endmodule
==> out/qor.txt <==
Share of cells above drive strength 1 -> 0.7209
Switching Fraction -> 0.3665
Cell row count -> 21
Crit Path Category -> input port to output port
Tool warnings -> 33
Initial antenna violation count -> 0
Final Hold Viols -> 0
Run status -> completed
Init Core Util -> 0.04212
Worst endpoint required time -> 1280 ps
Warnings, synthesis -> 0
Number of vias per cell -> 3.523
# hold bufs at CTS -> 0
PnR worst setup slack -> 30.90 ps
Overflow after GRT -> 0
Number of sequential cells -> 0
Synth area leader -> nor4_1
Slew Viols, Final -> 0
Count of clock buffers in the final design -> 0
Post-DP Area -> 852.1 sq um
Antenna diodes -> 0
FMAX -> 637.3 MHz
Pleak -> 0.3173 nW
TritonRoute pass-1 iters -> 2
Vias in the first global route -> 542
# IOs -> 65
Dpl cells -> 132
Power per cell area -> 175.3 nW/um^2
Yosys cell count -> 21
Sequential group share of total power -> 0
Hold Path Class -> input port to output port
P_int -> 90.99 uW
Sw Pwr -> 52.65 uW
Top cells by area -> nor4_1, nand4_1, nor4_2
Commonest cells post-synth -> nor4_1, nand4_1, nor4_2
Distinct lib cells used -> 3
First-pass GRT wire length -> 2704 microns
Routed WL per cell -> 14.36 microns
Fillers -> 375
Rel. slew slack -> 0.8332
DIE HEIGHT -> 80 microns
Final core occ -> 0.2399
GP Congestion -> 0.8084
Final setup vio count -> 0
Slew @ Worst Pin -> 248.2 ps
Final instance area -> 819.5 sq um
Syn Inst Count -> 21
Fin crit period -> 1569 ps
Overall routing resource usage -> 0.05264
Mapped Avg Cell Area -> 6.852 sq um
Crit Path Max Fanout -> 1
Worst Path Arrival -> 1250 ps
Dominant cell by count in the synthesized netlist -> nor4_1
Largest net degree at the start of global routing -> 2
Die width -> 80 microns
Post-route clock period utilization -> 0.9807
Post-Route WL -> 1896 microns
Remaining DRCs -> 0
Register area share after synthesis -> 0
Die area -> 6400 sq um
Port buffer count -> 65
Finished Layout Cells -> 132
Worst Setup End Kind -> output port
Setup WS pre-CTS -> -775.1 ps
Clock network fraction of total power -> 0
Vias -> 465
Reg area -> 0 sq um
VDD IR-drop max -> 0.04190 mV
Unrepaired setup endpoints after global routing -> yes
Chip Area, Yosys -> 143.9 sq um
Comb power frac -> 1.000
Initial DRC count -> 4
Comb. cell area -> 299.0 sq um
Area grow syn2layout -> 469.6%
DP HPWL -> 1738 microns
Overall power -> 143.6 uW
Mapped Area -> 143.9 sq um
Max-Cap Viols -> 0
Final ANT Viol Nets -> 0
Max-area cell share -> 0.6522
CP startpoint kind -> input port
Placeable Area -> 3416 sq um
-- metrics by stage --
| stage | setup TNS (ps) | hold slack, ps |
|---|---|---|
| floorplan | 0 | 758.7 |
| global placement | -785.3 | 1702 |
| detailed placement | -775.1 | 1707 |
| CTS | 0 | 1020 |
| global route | -33.18 | 1019 |
| finish | 0 | 1001 |
-- final timing paths --
kind | from | end | slack [ps] | cells past startpoint
max | alu[58] | out | 30 | 5
min | alu[33] | out | 1000 | 5
-- kinds of logic after synthesis --
logic type    count (synthesis)  synth area share
simple gates                 21            0.9999
-- worst max-delay path, cell delays in order --
cell and delay (ps):
buf_6 100, nor4_4 260, nand4_1 170, nor4_2 270, buf_2 140
-- area by class of cell --
type	count	share of cell area
multi-input cells	21	0.3649
well taps	46	0.07023
repair buffers	65	0.5649
-- routing by layer --
metal | track usage | part of all wire | vias to the layer above | wire [microns]
met3 | 0.02841 | 0.15 | 0 | 293
met1 | 0.06592 | 0.41 | 193 | 773
li1 | - | - | 235 | -
met4 | 0 | 0 | 0 | 0
met2 | 0.08266 | 0.44 | 37 | 829
met5 | 0 | 0 | - | 0
-- placed cells by master (no fill, tap or decap) --
cell             synthesis  routed
buf_2                    0      20
buf_6                    0       6
clkbuf_2                 0      18
clkdlybuf4s15_1          0      15
clkdlybuf4s15_2          0       1
dlygate4sd2_1            0       5
nand4_1                  4       4
nor4_2                   2      10
nor4_4                   0       7
-- what timing repair did --
action	in CTS	in global routing
pin swaps	21	16
gates resized	165	43
setup endpoints to repair	1	1
buffers inserted	0	0
-- power groups by stage --
| stage | sequential (mW) | combinational [mW] | clock (mW) |
|---|---|---|---|
| CTS | 0 | 0.137 | 0 |
| global route | 0 | 0.153 | 0 |
| finish | 0 | 0.144 | 0 |
No activity file was given, so power comes from the tool's default toggle rates.
