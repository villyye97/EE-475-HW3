===== design/flow/run.sh =====
#!/bin/bash
# OpenROAD 26Q1-2900-gdf79404cd8, Yosys 0.63+post, stock flow scripts
make -C /OpenROAD-flow-scripts/flow DESIGN_CONFIG=/design/flow/config.mk WORK_HOME=/design/flow/orfs finish

===== design/flow/design.v =====
`timescale 1ns/10ps
module decoder2_4(in,out,enable);
	input logic  [1:0] in;
	input logic enable;
	output logic [3:0] out; 
	logic a, b, ia, ib;
	assign a = in[1];
	assign b = in[0];
	not #0.05 n1 (ia, a);
	not #0.05 n2 (ib, b);
	and #0.05 a1 (out[0],ia,ib,enable);
	and #0.05 a2 (out[1],ia,b,enable);
	and #0.05 a3 (out[2],a,ib,enable);
	and #0.05 a4 (out[3], a,b,enable);
endmodule 
module decoder3_8 (in, out, enable);
	input logic [2:0] in;
	input logic enable;
	output logic [7:0] out;
	logic c,ic,temp1,temp2;
	assign c = in[2];
	not #0.05 n1(ic,c);
	and #0.05 a1(temp1,enable,c);
	and #0.05 a2(temp2,enable,ic);
	decoder2_4 d1(in[1:0],out[7:4],temp1);
	decoder2_4 d2(in[1:0],out[3:0],temp2);
endmodule
module decoder5_32(in,out, enable);
	input logic [4:0]in;
	input logic enable;
	output logic [31:0] out;
	logic [3:0]d;
	decoder2_4 d1(in[4:3],d,enable);
	decoder3_8 d2(in[2:0],out[7:0],d[0]);	
	decoder3_8 d3(in[2:0],out[15:8],d[1]);
	decoder3_8 d4(in[2:0],out[23:16],d[2]);
	decoder3_8 d5(in[2:0],out[31:24],d[3]);
endmodule

===== design/flow/constraint.sdc =====
current_design decoder5_32

set clk_period 1.3
set clk_io_pct 0.2

create_clock -name clk0 -period $clk_period

set non_clock_inputs [all_inputs -no_clocks]
set_input_delay [expr $clk_period * $clk_io_pct] -clock clk0 $non_clock_inputs
set_output_delay [expr $clk_period * $clk_io_pct] -clock clk0 [all_outputs]

===== design/flow/config.mk =====
export PLATFORM = sky130hd
export DESIGN_NAME = decoder5_32
export DESIGN_NICKNAME = decoder5_32
export VERILOG_FILES = /design/flow/design.v
export SDC_FILE = /design/flow/constraint.sdc
export NUM_CORES = 4
export LEC_CHECK = 1
export CORE_AREA = 10 10 70 70
export DIE_AREA = 0 0 80 80

==> Slide: Implementation Results <==
Key Metrics from the Run

Floorplan
  • Row cnt: 21
  • Die Size: 6400 um^2
  • Area of the core: 3420 um^2
  • Total I/O pin count: 38
  • Fp util: 6.92%
  • Die Y: 80 um
  • Die X: 80 um

Status
  • Outcome: complete, but fails checks
  • Failing checks: setup timing

Timing
  • Max-slew violation count: 0
  • Final setup vio count: 11
  • Worst slew margin: 84.7%
  • Setup ws final: -0.165 ns
  • Final Hold Fails: 0
  • RSZ-0062 raised after global routing: yes
  • Total negative setup slack: -0.813 ns
  • Worst Tran Pin Value: 0.229 ns
  • Final period util: 113%
  • Fmax: 683 MHz
  • Period minus WS final: 1.46 ns

Power
  • Max IR drop VDD: 0.0368 mV
  • Pwr dens: 193 nW/um^2
  • Sw power: 0.0756 mW
  • Comb pwr share: 100.0%
  • Static Leak: 0.436 nW
  • Register share of total power: 0%
  • Internal: 0.0955 mW
  • Switching fraction of total power: 44.2%
  • Clock power share: 0%
  • Total power: 0.171 mW

Final layout
  • Comb area: 347 um^2
  • Clkbuf count: 0
  • Registers: 0
  • Area growth from synthesis to layout: 276%
  • Fillers: 375
  • Final core utilization: 26.0%
  • Reg area: 0 um^2
  • Fraction of layout cells with a size suffix above 1: 79.1%

Job
  • # Max-Cap Violations: 0
  • Tool Warnings: 34

Routing
  • Antenna Nets Post-Route: 0
  • Antenna cells: 0
  • WL/cell: 13.3 um
  • Vias: 573
  • Initial DRT Pass Iterations: 3
  • Drt drc: 0
  • DR iter-0 viols: 10
  • Via density: 3.67
  • Total wire length: 2080 um

GRT
  • Initial antenna violation count: 0
  • Total gr overflow: 0
  • First-pass GRT wire length: 3140 um
  • GR Util All Layers: 6.05%
  • Pin count of the biggest net entering global routing: 9
  • Vias in the first global route: 546

Yosys
  • Cell area after synthesis: 236 um^2
  • Mapped Cells: 47
  • Post-synthesis cell count from yosys: 47
  • Distinct lib cells used: 10
  • Synthesis Warnings: 0
  • Synth Seq Share: 0%
  • YS chip area: 236 um^2
  • Syn Area/Cell: 5.03 um^2

Critical path
  • Most frequent CP cell: buf_6
  • CP cell instances: buf_6 > or4b_4 > buf_6 > nor2_2 > buf_2
  • CP max stage cell: or4b_4
  • Crit-path max cell delay: 0.55 ns
  • Startpoint Class: input pin
  • Setup CP Type: in -> out
  • WP depth: 5
  • CP endpoint kind: output port
  • Arrival time of the worst setup path: 1.20 ns
  • CP top delay family: simple AND/OR/NAND/NOR gates
  • Worst Path Required: 1.04 ns
  • CP max FO: 3
  • Worst path buffer plus inverter count: 3

Placed design
  • IO Port Bufs: 38
  • Routability cong.: 0.721
  • Hpwl dp: 1330 um

Worst hold path
  • Hold path cells: 4
  • Path type of the worst min-delay path: in -> out
[worst paths after layout]
check | start | endpoint | slack, ns
setup / recovery | in[1] | out[4] | -0.16
hold / removal | in[1] | out[0] | 0.87
[cell usage after synthesis]
cell type  instances  area share (%)
nand4bb_1          3              14
clkbuf_1           3             4.8
nand4_1            1             2.6
nor2_2             1             2.6
nand2b_1           2             5.3
nor2_1            31              49
or2_2              1             2.6
nand4b_1           3              11
or4b_4             1             5.8
nand2_1            1             1.6
[area by class of cell]
| cell class | count | share of cell area (%) |
|---|---|---|
| tap | 46 | 6.48 |
| multi-input combinational | 44 | 39.0 |
| timing repair buffer | 66 | 54.5 |
[stage by stage]
stage | std cells | cell area [um^2] | setup WS [ns] | hold WS, ns
6_report | 156 | 888 | -0.165 | 0.865
3_3_place_gp | 132 | 693 | -0.791 | 1.58
2_1_floorplan | 47 | 236 | 0.153 | 0.645
5_1_grt | 156 | 888 | -0.198 | 0.884
4_1_cts | 155 | 838 | -0.191 | 0.864
3_5_place_dp | 132 | 693 | -0.797 | 1.58
[cells in the final DEF (no fill, tap or decap), drive strengths merged]
cell	netlist	routed
buf	0	62
nor2	32	32
nand4bb	3	3
nand4b	3	3
nand2b	2	2
clkdlybuf4s15	0	2
or2	1	1
nand4	1	1
nand2	1	1
or4b	1	1
clkbuf	3	1
dlygate4sd2	0	1
[layer usage]
metal	track usage (%)	vias up	wire length [um]	share of wire (%)
met3	2.27	2	273	13
met1	8.12	254	965	47
met4	0	0	10	0.48
met5	0	-	0	0
met2	9.55	31	826	40
li1	-	286	-	-
[power by group through the flow]
stage | sequential [mW] | clock (mW) | combinational (mW)
CTS | 0 | 0 | 0.158
global route | 0 | 0 | 0.183
finish | 0 | 0 | 0.171
[cell families (layout without fill, tap and decap cells)]
family,Yosys count,count (layout),share of synthesized area (%)
buffers and inverters,3,66,4.76
AND/OR/NAND/NOR,44,44,95.2
[what timing repair did]
| action | 4_1_cts | 5_1_grt |
|---|---|---|
| endpoints found under the hold margin | 0 | 0 |
| resized | 144 | 17 |
| endpoints found under the setup margin | 32 | 28 |
| pin swaps | 40 | 13 |
| hold buffers | 0 | 0 |
| buffers inserted | 24 | 1 |
Power figures rest on the tool's default switching activity, not on a simulated workload.
